### flow/run.sh
#!/bin/bash
# OpenROAD 26Q1-2900-gdf79404cd8, Yosys 0.63+post, stock flow scripts
make -C /OpenROAD-flow-scripts/flow DESIGN_CONFIG=/design/flow/config.mk WORK_HOME=/design/flow/orfs finish
### flow/config.mk
export PLATFORM = sky130hd
export DESIGN_NAME = RegisterFile
export DESIGN_NICKNAME = RegisterFile
export VERILOG_FILES = /design/flow/design.v
export SDC_FILE = /design/flow/constraint.sdc
export NUM_CORES = 4
export LEC_CHECK = 1
export CORE_UTILIZATION = 30
### flow/constraint.sdc
current_design RegisterFile

set clk_period 26.2
set clk_io_pct 0.2

create_clock -name clk0 -period $clk_period [get_ports {clk}]

set non_clock_inputs [all_inputs -no_clocks]
set_input_delay [expr $clk_period * $clk_io_pct] -clock clk0 $non_clock_inputs
set_output_delay [expr $clk_period * $clk_io_pct] -clock clk0 [all_outputs]
### flow/design.v
module RegisterFile #(
    parameter DATA_WIDTH = 32,       
    parameter REG_ADDR_WIDTH = 5     
)(
    input  wire                      clk,              
    input  wire                      reset,            
    input  wire                      reg_write_en,     
    input  wire [REG_ADDR_WIDTH-1:0] read_reg_1_addr,  
    input  wire [REG_ADDR_WIDTH-1:0] read_reg_2_addr,  
    input  wire [REG_ADDR_WIDTH-1:0] write_reg_addr,   
    input  wire [DATA_WIDTH-1:0]     write_data,       
    output wire [DATA_WIDTH-1:0]     read_data_1,      
    output wire [DATA_WIDTH-1:0]     read_data_2       
);
    reg [DATA_WIDTH-1:0] registers [0:(1<<REG_ADDR_WIDTH)-1];
    integer i;
    always @(posedge clk) begin
        if (reset) begin
            for (i = 0; i < (1<<REG_ADDR_WIDTH); i = i + 1) begin
                registers[i] <= {DATA_WIDTH{1'b0}};
            end
        end
        else begin
            if (reg_write_en && (write_reg_addr != 0)) begin
                registers[write_reg_addr] <= write_data;
            end
        end
    end
    assign read_data_1 = (read_reg_1_addr == 0) ? {DATA_WIDTH{1'b0}} : registers[read_reg_1_addr];
    assign read_data_2 = (read_reg_2_addr == 0) ? {DATA_WIDTH{1'b0}} : registers[read_reg_2_addr];
endmodule
==> flow_summary.toml <==
# physical design summary
[cts]
post_cts_buffers = 0
htree_levels = 3
cts_made_buffers = 109
cts-root-buf = "clkbuf_16"
cts.clk_slew.worst_paths_ps = 60
cts_num_sinks = 1024
hold_buffers = 0
cts_resized = 0
cts_buffer_depth = 3
cts_tree = "done"

[setup_path]
cp_max_fo = 71
critPathKind = "input port to output pin"
endpoint_kind = "output pin"
critical_path_required_ps = 20960
start_kind = "input port"
crit_start = "read_reg_1_addr[1]"
arrival_ps = 9420

[final_layout]
area_delta_synth_final_pct = 14.5
final_cells = 6003
finalInstanceArea_um2 = 62100
lay_top_cells = "edfxtp_1, and2_1, mux4_2"
final_common_cell = "edfxtp_1"
top_register = "registers"
reg_top3 = "registers (1024)"
largest_reg_flops = 1024
drive_gt1_share_pct = 25.8
utilization_pct = 34.7

[global_routing]
grt_max_degree = 89
gr-usage-all-layers_pct = 22.0
antenna_found_initial = 6
grt_pass1_vias = 35800
grt_overflow = 0
grt_pass1_wl_um = 264000

[timing]
setup_viol = 0
fin_crit_ps = 14660
period_used_pct = 55.9
slew_headroom_pct = 37.4
rsz0062_at_grt = "no"
worst_slack_ps = 11540
slew_viol_final = 0
max_freq_mhz = 68.2
tightest_slew_ps = 937
finalHoldViolCount = 0
setup-tns-final_ps = 0

[place]
port_buffers = 113
dpl_cell_area_um2 = 58300
dp_hpwl_um = 110000
preCtsSetupSlack_ps = 11470
dp.cells = 5791
gp_congestion = 0.913

[logic_synthesis]
ys_area_um2 = 54200
yosysUniqueCellTypes = 42
yosysWarningCount = 1
ys_ff = 1024
topCellsByArea = "edfxtp_1, mux4_2, and2_1, mux2i_1, clkbuf_1"
ys_seq_share_pct = 56.7
top_cell_area_share_pct = 56.7
synthCells = 3502
ys_cells = 3502
synth_area_um2 = 54200
avgSynthCellArea_um2 = 15.5
synth.largest_area_cell = "edfxtp_1"

[floorplanning]
num_rows = 155
die_area_um2 = 182000
die_w_um = 427
die_h_um = 427
ioPinCount = 114
fp_util_pct = 30.3
core_area_um2 = 179000

[flow_run]
warnings = 26
maxCapViolations = 0

[drt]
vias = 32700
post_drt_wl_per_cell_um = 31.2
first_pass_iters = 6
viasPerCell = 5.46
wl_um = 188000
drtIter0Drc = 2198
drc = 0
ant_nets = 0

[power_and_ir_drop]
leakage_nw = 20.9
p_per_area_nw_per_um2 = 66.0
ir_worst_vdd_uv = 52.7

[worst_hold_path]
hold_end = "registers[0][13]$_SDFFCE_PN0P_"
worstHoldStart = "reset"
hold_depth = 2
hold_path.class = "input port to flop"

[outcome]
run_status = "completed"
## logic make-up (layout without fill, tap and decap cells)
kind of cell	count (synthesis)	after routing	synth area share [%]
AND/OR/NAND/NOR	1177	1177	13.3
AND-OR/OR-AND	259	259	3.65
buffers and inverters	389	498	3.31
multiplexers	652	652	23.0
flip-flops	1024	1024	56.7
other	1	38	0.00691
## cells in the mapped netlist, drive strengths merged
library cell	n
a2111oi	55
a211oi	7
a21oi	12
a221o	2
a221oi	4
a22o	51
a22oi	16
a32o	4
and2	995
and3	3
and4b	1
buf	115
clkbuf	272
conb	1
edfxtp	1024
inv	2
mux2	30
mux2i	150
mux4	472
nand2	7
nand2b	5
nand3	5
nand3b	5
nand4b	1
nand4bb	2
nor2	36
nor2b	14
nor3	54
nor4	6
nor4b	3
o21ai	4
o221ai	1
o22ai	103
or2	33
or3	2
or3b	4
or4b	1
## per-stage QoR
| stage | power, mW | hold slack, ps |
|---|---|---|
| after global placement | 2.46 | 5920 |
| final | 4.10 | 5190 |
| after detailed placement | 2.46 | 5930 |
| after floorplan | 2.24 | 5440 |
| after CTS | 4.12 | 5150 |
| after global routing | 4.21 | 5180 |
## layer usage
layer  global-route usage (%)  vias to the layer above  wire length [um]
met5                    0.582                        -                80
met4                     9.26                        2             10100
met3                     16.1                      445             31600
met2                     32.9                     2461             87200
met1                     23.6                    16200             58500
li1                         -                    13700                 -
## area by class of cell
type	instances	area, um^2
antenna	6	15.0
clock buffer	124	2830
clock inverter	82	1000
fill	16600	117000
inverter	2	7.51
multi-input combinational	2120	22100
sequential	1024	30700
tap	2355	2950
timing repair buffer	290	2500
## worst max path at each step
stage / end / slack (ps) / cells past startpoint
CTS: read_data_1[21] / 11450 / 9
finish: read_data_1[21] / 11540 / 9
global route: read_data_1[21] / 11280 / 9
## power breakdown
part | leakage (nW) | internal [mW] | switching, mW
registers | 9.75 | 1.89 | 0.0458
clock network | 1.86 | 0.992 | 0.679
logic | 9.30 | 0.216 | 0.272
total | 20.9 | 3.10 | 0.997
## worst max-delay path, stage by stage
cell and delay [ps]:
buf_8 450, buf_12 530, buf_4 700, buf_4 570, mux4_2 320, nand2_1 60, a32o_1 350, nor4_1 430
clkdlybuf4s50_1 550
No activity file was given, so power comes from the tool's default toggle rates.
